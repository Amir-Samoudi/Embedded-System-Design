[design.v]
`timescale 1ns/1ns
module Accelerator #(
    parameter dataWidth = 8,
    parameter addrWidth = 12
)(
    input clk, rst,
    input cs,
    input readmem,
    input writemem,
    input [addrWidth-1:0] address,
    input [dataWidth-1:0] dataIn,
    output [dataWidth-1:0] dataOut,
    output reg memDataReady,
    output interrupt
);
    reg [dataWidth-1:0] n_reg;
    reg int_en;
    reg done;
    reg start;
    wire done_acc;
    wire [31:0] fn;
    factorial #(.N_WIDTH(8),
				.FN_WIDTH(32))
		FACT (	.clk(clk),
				.rst(rst),
				.start(start),
				.done(done_acc),
				.n(n_reg),
				.fn(fn) 
    );
    always @(cs, readmem, writemem, address) begin
        if (cs && (readmem || writemem)) begin
            memDataReady = 1'b0;
            #(5) memDataReady <= 1'b1;
            #(25) memDataReady <= 1'b0;
        end else begin
            memDataReady = 1'b0;
        end
    end
    always @(posedge clk, posedge rst) begin
        if (rst) begin
            n_reg <= 0;
            int_en <= 0;
        end
        else begin
            if (cs && writemem) begin
                if (address == 0)
                    n_reg <= dataIn;
                else if (address == 6)
                    int_en <= dataIn[0];
            end
        end 
    end
    always @(posedge clk, posedge rst) begin
        if (rst) begin
            done <= 0;
        end
        else begin
            if (done_acc)
                done <= 1;
            else if (cs && writemem &&(address == 7))
                done <= 0;   
        end
    end
    assign start = (cs && writemem && (address == 5)) ? 1 : 0;
    assign interrupt = (done && int_en) ? 1 : 0;
    wire [dataWidth-1:0] dataOut_mux;
    assign dataOut_mux = (address == 1) ? fn[7:0] :
                         (address == 2) ? fn[15:8] :
                         (address == 3) ? fn[23:16] :
                         (address == 4) ? fn[31:24] :
                         (address == 7) ? {7'b0, done} : {(dataWidth){1'bz}};
    assign dataOut = (cs && readmem) ? dataOut_mux : {(dataWidth){1'bz}};
endmodule
module factorial ( clk, rst, start, done, n, fn);
	parameter N_WIDTH = 8;
	parameter FN_WIDTH = 32;
	input		clk;
	input		rst;
	input		start;
	output reg 	done;
	input  [N_WIDTH - 1:0]		n;
	output [FN_WIDTH - 1: 0 ]	fn;
	wire [N_WIDTH - 1:0] a_in, a_reg, a_min1;
	wire [FN_WIDTH - 1:0] p_in, p_reg, aXp;
	reg sel_a, sel_p, ld_a, ld_p, ld_fn;
	wire a_1;
	reg [2:0] ps, ns;	 
	assign a_in = sel_a ? n : a_min1;
	assign p_in = sel_p ? 1 : aXp;
	register #(.WIDTH(N_WIDTH))
		REG_A (	.clk(clk),
				.rst(rst),
				.ld(ld_a),
				.datain(a_in),
				.dataout(a_reg) );
	register #(.WIDTH(FN_WIDTH))
		REG_P (	.clk(clk),
				.rst(rst),
				.ld(ld_p),
				.datain(p_in),
				.dataout(p_reg) );
	assign a_min1 = a_reg - 1;
	assign a_1 = (a_reg == 1) ? 1 : 0;
	multiplier #(.I_WIDTH(N_WIDTH),
				 .O_WIDTH(FN_WIDTH))
		MUL_AXP (.datain1(a_reg),
				 .datain2(p_reg),
				 .dataout(aXp) );
	register #(.WIDTH(FN_WIDTH))
		REG_FN(	.clk(clk),
				.rst(rst),
				.ld(ld_fn),
				.datain(p_reg),
				.dataout(fn) );
	always @(posedge clk ) begin
		if( rst )
			ps <= 0;
		else
			ps <= ns;
	end
	always @( ps, start, a_1 ) begin
		ns <= 0;
		case ( ps )
			0 : begin
				if( start )
					ns <= 1;
				else
					ns <= 0;
			end
			1 : begin
				ns <= 2;
			end
			2 : begin
				if( a_1 )
					ns <= 3;
				else
					ns <= 2;
			end
			3 : begin
				ns <= 4;
			end
			4 : begin
				ns <= 0;
			end
		endcase
	end
	always @( ps ) begin
		done <= 0;
		sel_a <= 0;
		sel_p <= 0;
		ld_a <= 0;
		ld_p <= 0;
		ld_fn <= 0;
		case ( ps )
			0 : begin
			end
			1 : begin
				sel_a <= 1;
				sel_p <= 1;
				ld_a <= 1;
				ld_p <= 1;
			end
			2 : begin
				ld_a <= 1;
				ld_p <= 1;
			end
			3 : begin
				ld_fn <= 1;
			end
			4 : begin
				done <= 1;
			end
		endcase
	end
endmodule
module multiplier ( datain1, datain2, dataout);
	parameter I_WIDTH = 8;
	parameter O_WIDTH = 32;
	input  [I_WIDTH - 1:0] datain1;
	input  [O_WIDTH - 1:0] datain2;
	output [O_WIDTH - 1:0] dataout;
	wire [O_WIDTH + I_WIDTH - 1:0] mul;
	assign mul = datain1 * datain2;
	assign dataout = mul[O_WIDTH-1:0];
endmodule
module register ( clk, rst, ld, datain, dataout);
	parameter WIDTH = 8;
	input	clk;
	input	rst;
	input	ld;
	input		[WIDTH - 1:0] datain;
	output reg 	[WIDTH - 1:0] dataout;
	always @(posedge clk ) begin
		if( rst )
			dataout <= 0;
		else if( ld )
			dataout <= datain;
	end
endmodule
[config.mk]
export PLATFORM = sky130hd
export DESIGN_NAME = Accelerator
export DESIGN_NICKNAME = Accelerator
export VERILOG_FILES = /design/flow/design.v
export SDC_FILE = /design/flow/constraint.sdc
export NUM_CORES = 4
export LEC_CHECK = 1
export CORE_UTILIZATION = 30
[run.sh]
#!/bin/bash
# OpenROAD 26Q1-2900-gdf79404cd8, Yosys 0.63+post, stock flow scripts
make -C /OpenROAD-flow-scripts/flow DESIGN_CONFIG=/design/flow/config.mk WORK_HOME=/design/flow/orfs finish
[constraint.sdc]
current_design Accelerator

set clk_period 10.2
set clk_io_pct 0.2

create_clock -name clk0 -period $clk_period [get_ports {clk}]

set non_clock_inputs [all_inputs -no_clocks]
set_input_delay [expr $clk_period * $clk_io_pct] -clock clk0 $non_clock_inputs
set_output_delay [expr $clk_period * $clk_io_pct] -clock clk0 [all_outputs]
==> reports/results.ini <==
[synthesis]
ys_cells = 1130
synth.cell_area_sq_um = 10200
ys_ff = 87
syn_inst = 1130
yosysWarnings = 7
ys_area_sq_um = 10200
largest_area_cell = fa_1
most_common_cell = and2_1
avgSynthCellArea_sq_um = 9.02
synth-main-ff-cell = dfxtp_1
synth_cell_types = 68
top_cell_area_share_pct = 30.6
async_flop_share_pct = 11.5
common_cells = and2_1, fa_1, inv_1
ys_seq_share_pct = 17.6
edf_count = 0
synth.area.top_cells = fa_1, dfxtp_1, and2_1

[final_timing]
worst_pin_slew_ns = 0.668
setup_ws_ns = 3.37
finalSetupViolCount = 0
final_hold_viol_count = 0
tns_ns = 0
rsz0062_at_grt = no
slew_violations = 0
max_freq_mhz = 146
worst_clock_skew_ns = 0.00659
post-route-min-period_ns = 6.83
finalClockPeriodUsage_pct = 66.9
relSlewSlack_pct = 55.4

[finish]
area_growth_pct = 9.85
top_regs = FACT.REG_FN.dataout: 32 flops, FACT.REG_P.dataout: 32 flops
layout-drive-gt1-share_pct = 3.89
fin_area_sq_um = 11200
nFillCells = 3396

[power_and_ir_drop]
p_int_uw = 538
power_leakage_nw = 5.07
seqPwrFrac_pct = 50.1
pwr-share-comb_pct = 3.2
peakVddDrop_mv = 0.0968
p_sw_uw = 142
swShare_pct = 20.9
power.density_nw_per_um2 = 60.8
clockPowerShare_pct = 46.7

[grt]
antenna_found_initial = 0
grt_pass1_wl_mm = 36.9
grtUsageTotal_pct = 13.4
busiest_layer = met1
met3_usage_pct = 2.52
grt_use_met2_pct = 20.3
overflow = 0
grt_max_degree = 50
grt_pass1_vias = 7216
use_met1_pct = 21.6

[clock_tree]
clock_path_buffers = 2
ctsResizeCount = 0
clk_latency_ns = 0.33
numCtsBuffers = 9
cts_hold_buf = 0
path_clk_slew_ns = 0.06
clock-sinks = 87
cts_tree = yes
htreeDepth = 3
postCtsSetupBuffers = 0
cts-root-buf = clkbuf_16

[run]
tool_warnings = 27
drv_cap = 0

[setup_path]
cp-end-kind = primary output
cpPeakStageDelay_ns = 0.46
cp.required_ns = 8.16
crit_family = simple AND/OR/NAND/NOR gates
path_buffers = 2
startpoint_type = input pin
worstSetupPathType = input pin to primary output
crit_arrival_ns = 4.79
path_max_fanout = 8
slowest_stage = clkdlybuf4s50_1
path_cells = clkdlybuf4s50_1 -> nor4_1 -> nand4_1 -> nor3_2 -> mux2_1 -> mux2i_1 -> a21oi_1 -> mux2i_1 -> a21oi_1 -> clkdlybuf4s50_1

[floorplanning]
die_y_microns = 186
fp_util_pct = 30.5
coreArea_sq_um = 33400
die_area_sq_um = 34700
row_count = 67
die_w_microns = 186
ios = 35

[placed_design]
place_ws_ns = 3.37
dpl-instance-area_sq_um = 10900
place_congestion = 0.846
numPortBuffers = 32
dp_hpwl_mm = 16.3

[route]
drt-initial-drc-count = 276
route.vias.total = 7282
dr.pass1.iters = 5
drt_wl_total_mm = 21.3
wl_per_cell_microns = 13.5
antenna_left = 0
drcViolationCount = 0
diodes = 0
via_per_inst = 4.61

[outcome]
status = completed

[min_path]
worst_hold_path_type = flip-flop to flip-flop

## worst paths after layout
check	start	endpoint	slack, ns	cells past startpoint
min	FACT.ps[1]	done	0.46	1
max reg2reg	FACT.REG_A.dataout[2]	FACT.REG_P.dataout[31]	4.69	17
max	address[4]	dataOut[0]	3.37	10
min in group asynchronous	rst	n_reg[5]	2.33	3
min reg2reg	FACT.ps[1]	done	0.46	1
max in group asynchronous	rst	n_reg[7]	7.61	3
## per-stage QoR
step	instances	total power, mW	hold slack, ns	utilization, %
final	1578	0.680	0.457	33.5
after global routing	1578	0.706	0.482	33.5
after CTS	1578	0.686	0.457	33.5
after detailed placement	1562	0.370	0.434	32.6
after global placement	1562	0.370	0.434	32.6
after floorplan	1130	0.359	0.413	-
## power groups by stage
stage | combinational, mW | sequential [mW] | clock [mW]
finish | 0.0217 | 0.341 | 0.318
CTS | 0.0220 | 0.341 | 0.324
global route | 0.0240 | 0.341 | 0.342
## cell families after synthesis
| logic type | after synthesis | synth area share (%) |
|---|---|---|
| fa+ha+maj | 198 | 35.8 |
| simple gates | 415 | 21.0 |
| buf+inv | 199 | 7.76 |
| other cells | 1 | 0.0368 |
| flops | 87 | 17.6 |
| compound gates | 125 | 7.85 |
| mux | 63 | 6.34 |
| xor+xnor | 42 | 3.61 |
## per-layer routing
| metal | vias to the layer above | part of all wire, % |
|---|---|---|
| li1 | 3566 | - |
| met1 | 3561 | 50 |
| met3 | 6 | 4.6 |
| met4 | 0 | 0.42 |
| met2 | 149 | 45 |
| met5 | - | 0 |
## layout make-up
class / count / area (sq um) / area share [%]
Multi-Input combinational cell: 844 / 7610 / 68.0
Sequential cell: 87 / 1790 / 16.0
Tap cell: 448 / 561 / 5.01
Inverter: 138 / 518 / 4.63
Timing Repair Buffer: 45 / 418 / 3.73
Clock buffer: 12 / 268 / 2.39
Clock inverter: 4 / 27.5 / 0.246
## cell usage in the layout, fill, tap and decap left out, drive strengths merged, types with 5 or more instances in the layout
master           n
nor3            13
nor2            97
a21o             6
a21oi           48
o21ai           24
ha              42
or3              5
nand4            5
clkdlybuf4s50   32
nand2           79
and2           176
a211oi          11
mux2            12
nor4             5
buf             13
xnor2           30
mux2i           51
xor2            12
dfrtp           10
dfxtp           77
clkinv           5
nand3           17
clkbuf          12
inv            137
fa             156
No activity file was given, so power comes from the tool's default toggle rates.
